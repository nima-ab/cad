===== /design/flow/config.mk =====
export PLATFORM = sky130hd
export DESIGN_NAME = multiplier_4bit
export DESIGN_NICKNAME = multiplier_4bit
export VERILOG_FILES = /design/flow/design.v
export SDC_FILE = /design/flow/constraint.sdc
export NUM_CORES = 4
export LEC_CHECK = 1
export CORE_AREA = 10 10 70 70
export DIE_AREA = 0 0 80 80

===== /design/flow/constraint.sdc =====
current_design multiplier_4bit

set clk_period 4.1
set clk_io_pct 0.2

create_clock -name clk0 -period $clk_period

set non_clock_inputs [all_inputs -no_clocks]
set_input_delay [expr $clk_period * $clk_io_pct] -clock clk0 $non_clock_inputs
set_output_delay [expr $clk_period * $clk_io_pct] -clock clk0 [all_outputs]

===== /design/flow/design.v =====
`timescale 1ns / 1ps
module full_adder_dataflow(
		input a,
		input b,
		input cin,
		output cout,
		output sum
    );
	assign sum = a ^ b ^ cin;
	assign cout = (a & b) | (a & cin) | (b & cin);
endmodule
`timescale 1ns / 1ps
module multiplier_4bit(
		input [3:0] a,
		input [3:0] b,
		output [7:0] r
    );
		and(r[0], a[0], b[0]);
		wire [3:0] w0;
		and(w0[0], a[0], b[1]);
		and(w0[1], a[0], b[2]);
		nand(w0[2], a[0], b[3]);
		assign w0[3] = 1;
		wire [3:0] w1;
		and(w1[0], a[1], b[0]);
		and(w1[1], a[1], b[1]);
		and(w1[2], a[1], b[2]);
		nand(w1[3], a[1], b[3]);
		wire [4:0] w2;
		ripple_adder_dataflow rad1 (
			.a (w0),
			.b (w1),
			.cin (0),
			.sum (w2[3:0]),
			.cout (w2[4])
		);
		assign r[1] = w2[0];
		wire [3:0] w3;
		and(w3[0], a[2], b[0]);
		and(w3[1], a[2], b[1]);
		and(w3[2], a[2], b[2]);
		nand(w3[3], a[2], b[3]);
		wire [4:0] w4;
		ripple_adder_dataflow rad2 (
			.a (w2[4:1]),
			.b (w3),
			.cin (0),
			.sum (w4[3:0]),
			.cout (w4[4])
		);
		assign r[2] = w4[0];
		wire [3:0] w5;
		nand(w5[0], a[3], b[0]);
		nand(w5[1], a[3], b[1]);
		nand(w5[2], a[3], b[2]);
		and(w5[3], a[3], b[3]);
		wire w6;
		ripple_adder_dataflow rad3 (
			.a (w4[4:1]),
			.b (w5),
			.cin (0),
			.sum (r[6:3]),
			.cout (w6)
		);
		xor(r[7], w6, 1);
endmodule
`timescale 1ns / 1ps
module ripple_adder_dataflow(
		input [3:0] a,
		input [3:0] b,
		input cin,
		output cout,
		output [3:0] sum
    );
	 wire c1, c2, c3;
	 full_adder_dataflow fa0(a[0], b[0], cin, c1, sum[0]);
	 full_adder_dataflow fa1(a[1], b[1], c1, c2, sum[1]);
	 full_adder_dataflow fa2(a[2], b[2], c2, c3, sum[2]);
	 full_adder_dataflow fa3(a[3], b[3], c3, cout, sum[3]);
endmodule

===== /design/flow/run.sh =====
#!/bin/bash
# OpenROAD 26Q1-2900-gdf79404cd8, Yosys 0.63+post, stock flow scripts
make -C /OpenROAD-flow-scripts/flow DESIGN_CONFIG=/design/flow/config.mk WORK_HOME=/design/flow/orfs finish

==> results_slide.txt <==
Run Summary

Worst setup path
  – Kind of end point of the critical path: output port
  – Cell with the biggest individual delay on the critical path: fa_1
  – CP max stage delay: between 0.4 and 0.5 ns
  – Buffers & Inverters on Critical Path: 4
  – Category of the critical setup timing path: primary input to output port
  – Startpoint Class: primary input
  – Req. time, crit path: 3.28 ns
  – Critical path fanouts, max: 4
  – Crit-path most repeated cell: fa_2
  – Category of cells accounting for the largest share of critical-path delay: adder cells
  – Worst path arrival time: about 4.2 ns
  – Critical path, cell by cell: buf_8, and2_4, ha_4, fa_2, fa_1, fa_2, inv_2, fa_1, fa_2, fa_2, fa_1, inv_1, buf_2

Routing
  – Antenna Violating Nets Remaining: 0
  – Sum of met3 wire segment lengths after detailed routing: approximately 75 µm
  – Metal1 wirelength: around 340 µm
  – Number of DRC violations after detailed-routing iteration 0: 0
  – Number of vias in the routed layout: approximately 300
  – DR WL/cell: ~8.3 µm
  – Total met2 wirelength after detailed routing: 437 µm
  – Highest metal layer with signal wires: met3
  – Length of the first detailed-routing pass in iterations: 1
  – DR DRC count: 0
  – # diodes: 0
  – Average vias per placed instance: 2.94
  – Detailed-route wire length: 849 µm

Global routing
  – Number of antenna violations at the first check in global routing: 0
  – Overall routing resource usage: approximately 2.8%
  – Pin count of the biggest net entering global routing: 5
  – First-pass GRT wire length: between 1000 and 1500 µm
  – Overflow left after global routing: 0
  – Number of global-route vias before repair: between 300 and 400

Final timing
  – Final Slew Violations: 0
  – Fmax: about 0.20 GHz
  – Smallest setup slack after layout: -0.960 ns
  – Hold Fails Final Rpt: 0
  – Final setup vio count: 4
  – Worst max-slew margin expressed relative to the limit: 92.6%
  – Measured slew at the worst slew-check pin: between 0.1 and 0.15 ns
  – Crit share post-route: 123%
  – Clock period minus worst slack: between 5 and 6 ns
  – RSZ-0062 raised after global routing: yes

Placement
  – Post-DP Area: 613 µm²
  – Placer's final routability congestion estimate: slightly below 0.8
  – Post-DP HPWL: a little over 800 µm
  – Port Buffers: 16
  – Number of cells after detailed placement: between 100 and 150

Logic synthesis
  – Post-synthesis cell count: roughly 40
  – Average footprint of a synthesized cell: ~9.2 µm²
  – Register share after synthesis: 0%
  – Count leader, synth: and2_1
  – Top cells by count, synth: and2_1, fa_1, buf_4, inv_1
  – Number of distinct library cells after synthesis: 6
  – Number of warnings reported in the yosys synthesis log: 3
  – Cells in synth_stat.txt: approximately 40
  – Share of Yosys cell area claimed by the top area cell type: 43.5%
  – Synth area leader: fa_1
  – Synth area leaders: fa_1, and2_1, ha_1
  – Total standard cell area after synthesis: 368 µm²
  – Chip area from the yosys synthesis statistics: around 370 µm²

Finish
  – Area growth from synthesis to final layout: 70.1%
  – Layout Cell Area excl Fill: around 630 µm²
  – Flip-flop and latch area: 0 µm²
  – Fraction of final layout cells with drive strength greater than 1: between 40% and 50%
  – Flip-flop and latch count: 0
  – Number of clock buffers in the layout: 0
  – Final non-filler cell total: about 100

Floorplan
  – Initial core utilization: roughly 11%
  – Site Rows: 21
  – Core box area: about 0.0034 mm²
  – Top-level port count: 16
  – Die Footprint: about 0.0064 mm²
  – X dimension of the die: roughly 80 µm
  – Die height: about 80 µm

Status
  – Run status: complete, but fails checks
  – Violated checks: negative setup slack

Power and ir drop
  – Total power per unit cell area: roughly 150 mW/mm²
  – Static leakage power: 0.274 nW
  – Worst-case vdd ir drop: between 0.00002 and 0.00003 V

CTS
  – Buffers inserted by post-CTS timing repair: 0
  – Hold buffer count at CTS: 0

Hold path
  – Path class of the lowest-slack min-delay path: primary input to output port

Run
  – Max-cap violations: 0
  – Number of warnings the tools reported: 35
stage by stage:
stage | setup slack (ns) | hold WS (ns) | TNS, ns | util (%) | total power, mW
6_report | -0.960 | 2.18 | -2.68 | 18.3 | 0.0968
4_1_cts | -1.01 | 2.20 | -2.87 | 17.8 | 0.0985
2_1_floorplan | -0.808 | 1.71 | -1.96 | - | 0.0693
3_3_place_gp | -1.71 | 2.70 | -5.99 | 17.9 | 0.113
3_5_place_dp | -1.72 | 2.72 | -6.08 | 17.9 | 0.114
5_1_grt | -1.07 | 2.23 | -3.11 | 18.3 | 0.118
path summary, 6_finish.rpt:
| check | start | endpoint | slack [ns] | depth (start not counted) |
|---|---|---|---|---|
| max | b[1] | r[6] | -0.96 | 13 |
| min | b[0] | r[3] | 2.18 | 5 |
layout make-up:
type / count / area (µm²)
timing repair buffer: 22 / 200
fill: 391 / 2790
tap: 46 / 57.6
inverter: 6 / 22.5
multi-input combinational: 28 / 345
cells in the final DEF, fill, tap and decap left out, drive strengths merged:
cell           netlist  routed
ha                   4       4
buf                  6      14
inv                  6       6
clkdlybuf4s15        0       1
dlymetal6s2s         0       1
nand2                4       4
and2                12      12
clkdlybuf4s50        0       6
fa                   8       8
layer usage:
layer	track usage, %	up-vias
met3	0.909	0
li1	-	144
met5	0	-
met4	0	0
met1	3.32	148
met2	5.14	8
report_power, final:
part	internal, mW	switching, mW
Combinational	0.0607	0.0361
Sequential	0	0
Clock	0	0
Total	0.0607	0.0361
cell families (layout without fill, tap and decap cells):
family | after synthesis | after routing | synth area share [%]
buffers and inverters | 12 | 28 | 18.4
adder cells (fa/ha/maj) | 12 | 12 | 57.1
AND/OR/NAND/NOR | 16 | 16 | 24.5
repair_timing:
item,CTS,global route
endpoints found under the hold margin,0,0
gates resized,38,4
setup endpoints to repair,5,5
cloned,0,0
pin swaps,10,8
No activity file was given, so power comes from the tool's default toggle rates.
