$ cat design/flow/config.mk
export PLATFORM = sky130hd
export DESIGN_NAME = InstructionMemory
export DESIGN_NICKNAME = InstructionMemory
export VERILOG_FILES = /design/flow/design.v
export SDC_FILE = /design/flow/constraint.sdc
export NUM_CORES = 4
export LEC_CHECK = 1
export CORE_AREA = 10 10 70 70
export DIE_AREA = 0 0 80 80
$ cat design/flow/constraint.sdc
current_design InstructionMemory

set clk_period 1.2
set clk_io_pct 0.2

create_clock -name clk0 -period $clk_period

set non_clock_inputs [all_inputs -no_clocks]
set_input_delay [expr $clk_period * $clk_io_pct] -clock clk0 $non_clock_inputs
set_output_delay [expr $clk_period * $clk_io_pct] -clock clk0 [all_outputs]
$ cat design/flow/design.v
`timescale 1ns / 1ps
module InstructionMemory(
    input [31:0] pc,
    output wire [31:0] instruction
    );
      wire [4 : 0] addr = pc[6 : 2];   
      reg [31:0] imem[31:0];  
      initial  
      begin  
			imem[0]  = 32'b001000_00010_00001_0011111111111100;   
			imem[1]  = 32'b001000_00001_00000_0000000000000110;   
			imem[2]  = 32'b000100_00111_00110_0000000000001100;   
			imem[3]  = 32'b001000_00010000011111111111111111;  
			imem[15] = 32'b000000_00001_00000_00101_00000_100101;   
      end  
      assign instruction = imem[addr]; 
endmodule
$ cat design/flow/run.sh
#!/bin/bash
# OpenROAD 26Q1-2900-gdf79404cd8, Yosys 0.63+post, stock flow scripts
make -C /OpenROAD-flow-scripts/flow DESIGN_CONFIG=/design/flow/config.mk WORK_HOME=/design/flow/orfs finish
==> flow_summary.json <==
{
  "hpwl_um": 736.3,
  "end_kind": "output port",
  "hold_class": "in -> out",
  "status": "finished, violations left",
  "fp.dieW_um": 80,
  "num_rows": 21,
  "yosys_cells": 40,
  "whs_endpoint": "instruction[29]",
  "crit_chain": "buf_8, inv_4, ha_4, buf_6, or2_4, buf_2",
  "area_growth_pct": 90.04,
  "p_switching_w": 0.00005198,
  "holdPathStages": 3,
  "slowest_stage": "or2_4",
  "first_global_vias": 264,
  "critical_path.max_stage_delay_ns": 0.23,
  "layout_top_cells": "conb_1, buf_2, buf_6, dlygate4sd2_1, buf_4",
  "vias_per_cell": 2.431,
  "yosys_warnings": 1,
  "n_clock_buffer": 0,
  "hold_violations": 0,
  "pwr-share-seq": 0,
  "firstDrtPassIters": 2,
  "diodes": 0,
  "finish.cell_count_without_fillers": 102,
  "ir_worst_vdd_mv": 0.03547,
  "warning_count": 66,
  "setup_violations": 10,
  "grt_setup_unrepaired": "true",
  "die-area_um2": 6400,
  "period_minus_slack_ns": 1.274,
  "seq_cell_count": 0,
  "clock.fmax_ghz": 0.7851,
  "postSynthSeqShare": 0,
  "die_h_um": 80,
  "p_int_w": 0.0001094,
  "ant_nets": 0,
  "min_from": "pc[5]",
  "antenna_found_initial": 0,
  "pin_count": 64,
  "wl_per_cell_um": 8.255,
  "dp_slack_ns": -0.9108,
  "crit_required_ns": 0.96,
  "drc": 0,
  "grt_max_degree": 8,
  "grt_pass1_wl_um": 1276,
  "finalMaxSlewViolations": 0,
  "hold_buffers": 0,
  "core_util_floorplan": 0.08462,
  "setup_ws_ns": -0.07377,
  "crit_path_start_kind": "input pin",
  "grt_overflow_total": 0,
  "nFillCells": 387,
  "postRouteWirelength_um": 842,
  "swShare": 0.3221,
  "pwr_density_cell_nw_per_um2": 293.9,
  "regArea_um2": 0,
  "worstPathArrival_ns": 1.03,
  "violations": "setup timing",
  "path_max_fanout": 3,
  "p_leak_nw": 0.2815,
  "power.total_w": 0.0001614,
  "max-cap-violations": 0,
  "drt_iter0_drc": 1,
  "yosysUniqueCellTypes": 8,
  "worst-setup-path-type": "in -> out",
  "drive_gt1_frac": 0.6250,
  "vias": 248,
  "syn_area_um2": 289.0,
  "place.gp.congestion": 0.7309,
  "pwr-share-clk": 0,
  "syn_area_per_cell_um2": 7.226,
  "portBuffers": 26,
  "ys_chip_area_um2": 289.0,
  "core-area_um2": 3416,
  "finalClockPeriodUsage": 1.061,
  "share_comb_of_total_power": 1.000,
  "dp_cells": 100,
  "synthCells": 40,
  "grt_use_total": 0.02309
}
-- logic make-up (layout without fill, tap and decap cells) --
logic type    count (synthesis)  in the layout  share of synthesized area
simple gates                  9              9                     0.1775
buf+inv                      25             34                     0.6234
other cells                   2              9                    0.02598
fa+ha+maj                     4              4                     0.1732
-- how the worst max path moves through the flow --
stage         start             end  cells after the start
global route  pc[2]  instruction[9]                      6
finish        pc[2]  instruction[5]                      6
CTS           pc[2]  instruction[4]                      7
-- power by group through the flow --
stage	Sequential, W	Combinational, W	Clock, W
4_1_cts	0	0.000159	0
5_1_grt	0	0.000181	0
6_report	0	0.000161	0
-- per-layer routing --
layer / up-vias / share of wire / global-route usage
met1: 112 / 0.33 / 0.02637
met2: 19 / 0.51 / 0.04334
met5: - / 0 / 0
met4: 0 / 0 / 0
li1: 117 / - / -
met3: 0 / 0.16 / 0.006818
-- cell type report --
class / count / area (um^2) / area share
timing repair buffer: 32 / 274.0 / 0.4989
multi-input combinational: 22 / 207.7 / 0.3781
tap: 46 / 57.56 / 0.1048
inverter: 2 / 10.01 / 0.01822
-- Yosys cell counts (all sizes together) --
library cell | instances | area [um^2]
nor2b | 4 | 25.02
or2 | 2 | 12.51
conb | 2 | 7.510
nor2 | 2 | 7.510
ha | 4 | 50.05
buf | 23 | 172.7
inv | 2 | 7.510
nand2b | 1 | 6.260
-- through the flow --
| stage | utilization | hold WS (ns) | TNS, ns | area (um^2) |
|---|---|---|---|---|
| final | 0.1608 | 0.7678 | -0.3858 | 549.3 |
| after global routing | 0.1608 | 0.7844 | -0.8558 | 549.3 |
| after CTS | 0.1560 | 0.7760 | -0.8781 | 533.0 |
| after detailed placement | 0.1443 | 1.533 | -17.85 | 493.0 |
| after global placement | 0.1443 | 1.533 | -17.77 | 493.0 |
| after floorplan | - | 0.4929 | 0 | 317.8 |
-- what timing repair did --
item	4_1_cts	5_1_grt
endpoints found under the setup margin	23	13
resized	91	9
setup buffers	4	0
pin swaps	3	4
-- critical path: cells and delay by family --
kind / cells / cell delay (ns)
buf+inv: 4 / 0.38
simple gates: 1 / 0.23
fa+ha+maj: 1 / 0.19
Power and IR drop assume default switching activity.
