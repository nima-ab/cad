[./run.sh]
#!/bin/bash
# OpenROAD 26Q1-2900-gdf79404cd8, Yosys 0.63+post, stock flow scripts
make -C /OpenROAD-flow-scripts/flow DESIGN_CONFIG=/design/flow/config.mk WORK_HOME=/design/flow/orfs finish
[./constraint.sdc]
current_design DataMemory

set clk_period 7.8
set clk_io_pct 0.2

create_clock -name clk0 -period $clk_period [get_ports {clk}]

set non_clock_inputs [all_inputs -no_clocks]
set_input_delay [expr $clk_period * $clk_io_pct] -clock clk0 $non_clock_inputs
set_output_delay [expr $clk_period * $clk_io_pct] -clock clk0 [all_outputs]
[./design.v]
`timescale 1ns / 1ps
module DataMemory(
	 input clk,
    input [31:0] addr,
    input write_en,
    input [31:0] write_data,
    input read_en,
    output [31:0] read_data
    );
	 integer i;  
	 wire [4:0] index = addr[7:2];
	 reg [31:0] memory [31:0];
	 initial begin  
		for(i=0;i<32;i=i+1)  
			memory[i] <= 32'd0;  
	 end
	 always @(posedge clk) begin  
		  if (write_en)  
				 memory[index] <= write_data;  
    end  
    assign read_data = (read_en==1'b1) ? memory[index]: 16'd0; 
endmodule
[./config.mk]
export PLATFORM = sky130hd
export DESIGN_NAME = DataMemory
export DESIGN_NICKNAME = DataMemory
export VERILOG_FILES = /design/flow/design.v
export SDC_FILE = /design/flow/constraint.sdc
export NUM_CORES = 4
export LEC_CHECK = 1
export CORE_UTILIZATION = 50
==> metrics.cfg <==
[grt]
grt.total_usage=0.274
grt_pass1_wl_um=137000
grt_pass1_vias=20900
antenna_found_initial=1
grt_overflow=0
grt_max_degree=99

[floorplanning]
die_h_um=282
rows=102
io_pins=99
fp-utilization=0.506
die_x_um=282
core-area_um2=77500
fp.dieArea_um2=79500

[clock_tree]
cts_setup_buffers=0
clockBufferDepth=3
h-tree-depth=3
cts.clk_slew.worst_paths_ps=60
cts_hold_buf=0
cts_buffers=101
cts_resized=0
cts_tree=yes
cts_root_buffer=clkbuf_16
cts.sink_count=1024

[yosys]
top_area_cell=edfxtp_1
ys_types=22
area_leaders=edfxtp_1 78%, mux2i_1 13%, o22ai_1 4.1%
ys_chip_area_um2=39200
syn_area_per_cell_um2=18.9
synth_cells=2078
yosys_warnings=1
async_flop_share=0
synth-edff-count=1024
synth_top_area_share=0.785
synth_top_flop_cell=edfxtp_1
synth_area_um2=39200
ys_cells=2078
ys_seq_share=0.785
synth_flops=1024

[power_and_ir_drop]
p_leak_nw=15.4
p_int_w=0.00921
p_seq_frac=0.532
cellPowerDensity_nw_per_um2=256
switching_share=0.202
power.switching_w=0.00233
clkPwrFrac=0.422
ir_drop_mv=0.243
power_frac_comb=0.046

[layout]
layout-drive-gt1-share=0.131
lay_top_count=edfxtp_1
largest_reg_flops=1024
stdcell_count=3353
most-common-layout-cells=1024 x edfxtp_1, 512 x mux2i_1, 254 x o22ai_1, 105 x clkbuf_16, 97 x buf_4
area_growth_pct=14.9
reg_top3=memory: 1024 flops
fillers=5581
largest_register=memory

[placement]
hpwl_um=51100
io_buffers=71
finalWeightedCongestion=0.847
dp_cells=3164

[sta]
timing.slew.headroom=0.336
rsz0062_at_grt=no
slew_violations=0
setup_viol=0
hold_violations=0
finalCritPeriodShare=0.865
finalCriticalPeriod_ps=6750
fmax_ghz=0.148
tns_ps=0
worstMarginPinSlew_ps=986

[critical_path]
endpoint_kind=output pin
critPathLaunchType=input pin
cp.required_ps=6240
crit_arrival_ps=5190
crit_fanout=20
critical_path_class=in -> out

[job]
maxCapViolations=0
openroad.warnings=53

[routing]
drt_iter0_markers=1267
drtAntennaViolNets=0
via_per_inst=5.93
drc=0
vias=19900
diodes=0
wl_um=94900
avgRoutedWirePerCell_um=28.3
firstDrtPassIters=6

[run_status]
outcome=complete, no violations

[hold_path]
hold_path_class=in -> reg

==> cells in the mapped netlist (3+ instances only) <==
library cell and n:
a21boi_1 32, buf_2 87, buf_6 11, clkbuf_1 29
edfxtp_1 1024, mux2i_1 512, nand3b_1 4, nand4b_1 4
nand4bb_1 6, nor2_1 29, nor3_1 4, nor4_1 64
o22ai_1 254, or3b_2 3, or4b_1 4
==> power by group through the flow <==
stage	Clock [W]	Sequential (W)	Combinational, W
after global routing	0.00516	0.00614	0.000568
after CTS	0.00494	0.00613	0.000532
final	0.00487	0.00613	0.000529
==> critical path, cell delays in order <==
cell and delay [ps]:
clkdlybuf4s50_1 930, or4b_2 620, buf_4 410, buf_4 230
o22ai_1 100, nor4_1 650, a21boi_1 210, clkdlybuf4s50_1 460
==> area by class of cell <==
type	instances	area, µm²	area share
Sequential cell	1024	30700	0.683
Multi-Input combinational cell	925	8010	0.178
Clock buffer	121	2690	0.0597
Timing Repair Buffer	175	1580	0.0351
Tap cell	1040	1300	0.0289
Clock inverter	68	681	0.0151
==> cell families after synthesis <==
logic type	Yosys count	share of synthesized area
multiplexers	512	0.131
AND/OR/NAND/NOR	125	0.0195
flip-flops	1024	0.785
AND-OR/OR-AND	288	0.0473
buffers and inverters	129	0.0174
==> metrics by stage <==
step	total power (W)	hold WS [ps]	setup WS (ps)	util	instance area, µm²
after global routing	0.0119	1630	939	0.581	45000
after detailed placement	0.00678	2280	1100	0.537	41600
final	0.0115	1600	1050	0.581	45000
after CTS	0.0116	1580	1080	0.581	45000
after floorplan	0.00652	1660	2560	-	39200
after global placement	0.00677	2260	1120	0.537	41600
==> worst paths after layout <==
path | startpoint | end | slack (ps) | cells after the start
max | addr[2] | read_data[7] | 1050 | 8
min | write_data[27] | memory[22][27]$_DFFE_PP_ | 1600 | 1
==> layer usage <==
metal | wire [µm] | GRT usage
met1 | 32000 | 0.366
met2 | 44300 | 0.390
met3 | 16200 | 0.204
met4 | 2340 | 0.0545
met5 | 101 | 0.00855
No activity file was given, so power comes from the tool's default toggle rates.
